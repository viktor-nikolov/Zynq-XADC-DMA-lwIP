`run.sh`:
```
#!/bin/bash
# OpenROAD 26Q1-2900-gdf79404cd8, Yosys 0.63+post, stock flow scripts
make -C /OpenROAD-flow-scripts/flow DESIGN_CONFIG=/design/flow/config.mk WORK_HOME=/design/flow/orfs finish
```
`config.mk`:
```
export PLATFORM = sky130hd
export DESIGN_NAME = stream_tlaster
export DESIGN_NICKNAME = stream_tlaster
export VERILOG_FILES = /design/flow/design.v
export SDC_FILE = /design/flow/constraint.sdc
export NUM_CORES = 4
export LEC_CHECK = 1
export CORE_UTILIZATION = 30
```
`constraint.sdc`:
```
current_design stream_tlaster

set clk_period 11.2
set clk_io_pct 0.2

create_clock -name clk0 -period $clk_period [get_ports {clk}]

set non_clock_inputs [all_inputs -no_clocks]
set_input_delay [expr $clk_period * $clk_io_pct] -clock clk0 $non_clock_inputs
set_output_delay [expr $clk_period * $clk_io_pct] -clock clk0 [all_outputs]
```
`design.v`:
```
`timescale 1ns / 1ps
module stream_tlaster(
    input clk,           
    input start,         
    input [24:0] count,  
    output reg [15:0] m_axis_tdata,
    output reg m_axis_tvalid,
    output reg m_axis_tlast,
    input m_axis_tready,
    input [15:0] s_axis_tdata,
    input s_axis_tvalid,
    output reg s_axis_tready
);
    localparam IDLE = 0,
               RUNNING = 1,
               WAIT_FOR_TREADY = 2;
    reg [1:0] state = IDLE;
    reg [24:0] valid_count;
    reg s_axis_tvalid_prev;
    always @(posedge clk) begin
        case (state)
            IDLE: begin
                valid_count <= 0;
                s_axis_tvalid_prev <= 0;
                m_axis_tlast <= 0;
                m_axis_tvalid <= 0;
                s_axis_tready <= 1;
                if (start)
                    state <= RUNNING;
            end
            RUNNING: begin
                m_axis_tdata <= s_axis_tdata;
                m_axis_tvalid <= s_axis_tvalid;
                s_axis_tready <= m_axis_tready;
                if (!s_axis_tvalid_prev && s_axis_tvalid) begin
                    valid_count <= valid_count + 1;
                    if (valid_count == count-1) begin
                        m_axis_tlast <= 1;
                        state <= WAIT_FOR_TREADY;
                    end else begin
                        m_axis_tlast <= 0;
                    end
                end else begin
                    m_axis_tlast <= 0;
                end
                s_axis_tvalid_prev <= s_axis_tvalid;
            end
            WAIT_FOR_TREADY: begin
                if( m_axis_tready ) begin
                    m_axis_tlast <= 0;
                    m_axis_tvalid <= 0;
                    state <= IDLE;
                end               
            end
        endcase
    end
endmodule
```
==> results.toml <==
# generated from flow reports
[timing]
skew_ns = 0.005896
setup_ws_ns = 5.970
finalHoldViolCount = 0
relSlewSlack_pct = 59.33
tightest_slew_ns = 0.6016
whs_ns = 0.6391
report.final.slew_viol_count = 0
setup_viol_count_final = 0
fin_crit_ns = 5.230
grt_setup_unrepaired = "no"
post-route-period-util_pct = 46.70
finalSetupTns_ns = 0
fmax_mhz = 191.2

[critical_path]
max_stage_delay_ns = 0.53
startpoint_type = "primary input"
crit_family = "simple AND/OR/NAND/NOR gates"
r2r-start = "valid_count[3]"
crit_path_top_delay_cell = "nor4b_1"
rr_endpoint = "state[0]"
reg2reg_depth = 7
end_kind = "register"
cp_num_buf_inv = 2
cp_max_fo = 7
cp_data_required_time_ns = 11.19
worstPathCellList = "clkdlybuf4s50_1, inv_1, ha_1, nor4b_1, and4_1, nand2_1, or4_1, a32oi_1, nand4_1, a21oi_1"
reg2reg_slack_ns = 8.83
path_class = "in -> reg"
critPathArrivalTime_ns = 5.22

[routing]
drc = 0
drt_iter0_drc = 129
antenna_left = 0
avgRoutedWirePerCell_um = 13.21
via_count = 2461
antenna_cells = 0
first_pass_iters = 4
viasPerCell = 4.922
wl_mm = 6.607

[logic_synthesis]
ys_seq_elements = 47
synth_warnings = 1
ys_types = 51
flop_cell = "edfxtp_1"
synth_chip_area_mm2 = 0.003097
yosys_cells = 306
top_cell_area_share_pct = 45.58
synth_top_cell_by_area = "edfxtp_1"
yosysSeqAreaShare_pct = 45.58
avgSynthCellArea_um2 = 10.12
synthCells = 306
async_reset_ff_share_pct = 0
synth-edff-count = 47
synth.cell_area_mm2 = 0.003097
topCellsByArea = "edfxtp_1 (46%), xnor2_1 (7.9%), xor2_1 (6.8%), nor2_1 (4.8%), nand3_1 (3.6%)"

[clock_network]
clock-sinks = 47
clock_latency_ns = 0.29
cts_inserted_buffers = 5
cts-root-buf = "clkbuf_8"
clk_pin_slew_ns = 0.08
cts-resized-gates = 0
cts_tree = "built"
cts_hold_buf = 0
htree_levels = 2
clk_path_buf_depth = 2
postCtsSetupRepairBufs = 0

[global_routing]
groute.usage.overall_pct = 13.52
grt_pass1_vias = 2436
grt.overflow.total = 0
grt_pass1_wl_mm = 11.63
antenna_found_initial = 0
grt_max_degree = 26

[hold_path]
holdPathEnd = "valid_count[24]"
whs_path_depth = 2
hold_start = "valid_count[24]"
hold_path.class = "reg -> reg"

[finish]
final_layout_size_suffix_gt1_share_pct = 5.995
mi_logic_area_mm2 = 0.001593
area_delta_synth_final_pct = 27.27
stdcell_count = 500
register_area_mm2 = 0.001411
fillerInstances = 981
postLayoutCellArea_mm2 = 0.003941

[placed_design]
numPortBuffers = 63
placed_area_mm2 = 0.003857
dp.cells = 492
gp_congestion = 0.8832
hpwlAfterDp_mm = 5.011
pre_cts_slack_ns = 5.777

[die]
die-height_um = 103.6
ios = 64
die_x_um = 103.6
core_mm2 = 0.009910
fp_util_pct = 31.25
rows = 36
dieArea_mm2 = 0.01073

[job]
cap_violations = 0
tool_warnings = 28

[pwr]
ir_drop_uv = 82.21
p_per_area_mw_per_mm2 = 209.1
cellLeakagePower_nw = 1.248

[run_status]
status = "finished, final reports clean"
==> report_power, final <==
group	switching, mW	total, mW	internal (mW)
Combinational	0.168	0.328	0.160
Sequential	0.0873	0.400	0.313
Clock	0.0532	0.0960	0.0428
Total	0.308	0.824	0.516
==> cells in the mapped netlist (6+ instances only) <==
master and count:
nand4_1 6, xor2_1 24, ha_1 6, edfxtp_1 47
xnor2_1 28, a21oi_1 7, clkbuf_1 7, inv_1 10
nand2_1 16, nand3_1 22, nor2_1 40, and2_1 6
or3_1 7, nor4_1 8, nor3_1 12
==> per-stage QoR <==
stage / total power [mW] / utilization (%)
after floorplan: 0.6026 / -
after global placement: 0.7298 / 38.93
after detailed placement: 0.7341 / 38.93
after CTS: 0.8350 / 39.77
after global routing: 0.8956 / 39.77
final: 0.8243 / 39.77
==> sequential cells by signal, indices dropped and copies added, names as in the netlist <==
signal,cells
valid_count,25
m_axis_tdata,16
state,2
m_axis_tlast,1
m_axis_tvalid,1
s_axis_tready,1
s_axis_tvalid_prev,1
==> layout make-up <==
| cell class | instances | share of cell area [%] |
|---|---|---|
| Multi-Input combinational cell | 236 | 40.41 |
| Sequential cell | 47 | 35.81 |
| Timing Repair Buffer | 65 | 16.38 |
| Tap cell | 133 | 4.222 |
| Clock buffer | 5 | 1.746 |
| Inverter | 11 | 1.048 |
| Clock inverter | 3 | 0.3810 |
==> cells by family after synthesis <==
logic type,after synthesis,synth area share (%)
AND-OR/OR-AND,29,6.748
AND/OR/NAND/NOR,147,26.59
buffers and inverters,23,3.111
adder cells (fa/ha/maj),6,2.424
multiplexers,1,0.3232
flip-flops,47,45.58
XOR/XNOR,53,15.23
==> cell usage in the layout, fill, tap and decap left out, drive strengths merged, types with 2 or more instances in the layout <==
cell            n
a2111oi         2
o21ai           5
nor3           12
clkinv          3
nor4b           5
and3            2
nand2          16
edfxtp         47
buf             2
or4b            2
or3             7
a21oi           7
o2111ai         2
nor3b           3
clkbuf          5
nor4           12
or4             5
xnor2          29
ha              6
nor2           40
and2            6
xor2           24
o211ai          2
clkdlybuf4s50  63
nand3          22
inv            11
nand4           6
and4            4
==> metal layers <==
layer	part of all wire, %	up-vias	GRT usage, %
met5	0	-	0
met4	2.2	0	2.899
met3	6.9	12	3.526
met2	44	81	19.85
met1	47	1122	20.77
li1	-	1246	-
==> worst max path at each step <==
| stage | from | to | slack (ns) | cells after the start |
|---|---|---|---|---|
| 4_1_cts | count[0] | state[0] | 6.07 | 10 |
| 5_1_grt | count[0] | state[0] | 5.85 | 10 |
| 6_report | count[0] | state[0] | 5.97 | 10 |
==> tightest hold or removal path: stages (launching register included) <==
cell      delay (ns)
edfxtp_1        0.38
xor2_1          0.08
nor2_1          0.07
Power is estimated from default activity; no workload was simulated.
